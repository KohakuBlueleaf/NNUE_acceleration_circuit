File: config.mk
export PLATFORM = sky130hd
export DESIGN_NAME = DisplayVGA
export DESIGN_NICKNAME = DisplayVGA
export VERILOG_FILES = /design/flow/design.v
export SDC_FILE = /design/flow/constraint.sdc
export NUM_CORES = 4
export LEC_CHECK = 1
export CORE_UTILIZATION = 30
File: constraint.sdc
current_design DisplayVGA

set clk_period 30.8
set clk_io_pct 0.2

create_clock -name clk0 -period $clk_period [get_ports {clk}]

set non_clock_inputs [all_inputs -no_clocks]
set_input_delay [expr $clk_period * $clk_io_pct] -clock clk0 $non_clock_inputs
set_output_delay [expr $clk_period * $clk_io_pct] -clock clk0 [all_outputs]
File: design.v
`timescale 1ns/1ps
module VGAController(pclk, reset, hsync, vsync, valid, h_cnt, v_cnt);
    input pclk, reset;
    output hsync, vsync;
	output valid;
    output [9:0]h_cnt, v_cnt;
    reg [9:0]pixel_cnt;
    reg [9:0]line_cnt;
    reg hsync_i,vsync_i;
	wire hsync_default, vsync_default;
    wire [9:0] HD, HF, HS, HB, HT, VD, VF, VS, VB, VT;
    assign HD = 640;
    assign HF = 16;
    assign HS = 96;
    assign HB = 48;
    assign HT = 800; 
    assign VD = 480;
    assign VF = 10;
    assign VS = 2;
    assign VB = 33;
    assign VT = 525;
    assign hsync_default = 1'b1;
    assign vsync_default = 1'b1;
    always@(posedge pclk)
        if(reset)
            pixel_cnt <= 0;
        else if(pixel_cnt < (HT - 1))
            pixel_cnt <= pixel_cnt + 1;
        else
            pixel_cnt <= 0;
    always@(posedge pclk)
        if(reset)
            hsync_i <= hsync_default;
        else if((pixel_cnt >= (HD + HF - 1))&&(pixel_cnt < (HD + HF + HS - 1)))
                hsync_i <= ~hsync_default;
            else
                hsync_i <= hsync_default; 
    always@(posedge pclk)
        if(reset)
            line_cnt <= 0;
        else if(pixel_cnt == (HT -1))
            if(line_cnt < (VT - 1))
                line_cnt <= line_cnt + 1;
            else
                line_cnt <= 0;
        else
            line_cnt <= line_cnt;
    always@(posedge pclk)
        if(reset)
            vsync_i <= vsync_default; 
        else if((line_cnt >= (VD + VF - 1))&&(line_cnt < (VD + VF + VS - 1)))
            vsync_i <= ~vsync_default;
        else
            vsync_i <= vsync_default; 
    assign hsync = hsync_i;
    assign vsync = vsync_i;
    assign valid = ((pixel_cnt < HD) && (line_cnt < VD));
    assign h_cnt = (pixel_cnt < HD)? pixel_cnt : 10'd0; 
    assign v_cnt = (line_cnt < VD)? line_cnt : 10'd0; 
endmodule
module DisplayVGA(
    input clk, rst, 
    input player,                
    input [1:0] game_status,     
    input [7:0] addr0, addr1,    
    input [0:241] board,         
    input [0:120] win_board,     
    input [15:0] score,          
    output [3:0] vgaRed, vgaBlue, vgaGreen,
    output [9:0] shift,
    output hsync, vsync
);  
    parameter BG = 12'hCCC;
    parameter BOARD = 12'hEBC;
    parameter GRID = 12'h7A7;
    parameter SCORE = 12'h659;
    parameter BLACK = 12'h000;
    parameter WHITE = 12'hFFF;
    reg [11:0] usedcolor, next_usedcolor;
    assign {vgaRed, vgaGreen, vgaBlue} = (valid) ? usedcolor : BLACK;
    always @(posedge clk) begin
        if (rst) begin
            usedcolor <= BLACK;
        end else begin
            usedcolor <= next_usedcolor;
        end
    end
    wire valid;
    wire [9:0] h_cnt, v_cnt;
    VGAController VC0 (
        .pclk(clk),
        .reset(rst),
        .hsync(hsync),
        .vsync(vsync),
        .valid(valid),
        .h_cnt(h_cnt),
        .v_cnt(v_cnt)
    );    
    parameter CHESS_RADIUS = 10;
    parameter PADDING = 4;
    parameter BLOCK_WIDTH = 2 * CHESS_RADIUS + 2 * PADDING;
    parameter LINE_WIDTH = 4;
    parameter BOARD_WIDTH = 11 * (BLOCK_WIDTH) + 12 * LINE_WIDTH;
    parameter BOARD_H = 140;
    parameter BOARD_V = 40;
    parameter SCORE_H = BOARD_H;
    parameter SCORE_V = BOARD_V + BOARD_WIDTH + 20;
    parameter SCORE_H_LEN = BOARD_WIDTH;
    parameter SCORE_V_LEN = 30;
    parameter SCORE_MAX = 10000;
    wire [3:0] block_v, block_h, chess_h, chess_v;
    wire [7:0] blockaddr0, blockaddr1;
    wire [15:0] blockmid_v_cnt, blockmid_h_cnt, v_diff, h_diff;
    wire [15:0] abs_score, clipped, ratio;
    wire [9:0] shift;  
    wire [9:0] score_div_pt;  
    wire in_chessboard, in_line, draw_rec, in_chess, in_score, in_score_mid;
    assign chess_v          = addr0 / 11;
    assign chess_h          = addr0 % 11;
    assign block_v          = (v_cnt - BOARD_V) / (BLOCK_WIDTH + LINE_WIDTH);  
    assign block_h          = (h_cnt - BOARD_H) / (BLOCK_WIDTH + LINE_WIDTH);  
    assign blockaddr0       = block_v * 11 + block_h;
    assign blockaddr1       = blockaddr0 + 8'd121;
    assign blockmid_v_cnt   = BOARD_V + block_v * (BLOCK_WIDTH + LINE_WIDTH) + LINE_WIDTH + BLOCK_WIDTH / 2;  
    assign blockmid_h_cnt   = BOARD_H + block_h * (BLOCK_WIDTH + LINE_WIDTH) + LINE_WIDTH + BLOCK_WIDTH / 2;  
    assign v_diff           = (blockmid_v_cnt > v_cnt) ? blockmid_v_cnt - v_cnt : v_cnt - blockmid_v_cnt;
    assign h_diff           = (blockmid_h_cnt > h_cnt) ? blockmid_h_cnt - h_cnt : h_cnt - blockmid_h_cnt;
    assign in_chessboard    = (h_cnt >= BOARD_H && h_cnt < BOARD_H + BOARD_WIDTH) && (v_cnt >= BOARD_V && v_cnt < BOARD_V + BOARD_WIDTH);  
    assign in_line          = ((h_cnt - BOARD_H) % (BLOCK_WIDTH + LINE_WIDTH) < LINE_WIDTH) || ((v_cnt - BOARD_V) % (BLOCK_WIDTH + LINE_WIDTH) < LINE_WIDTH);  
    assign draw_rec         = (game_status == 0) && in_line && (
                                (block_v == chess_v && block_h == chess_h) ||
                                (block_v == chess_v + 1 && block_h == chess_h && v_cnt < blockmid_v_cnt - BLOCK_WIDTH / 2) ||
                                (block_v == chess_v && block_h == chess_h + 1 && h_cnt < blockmid_h_cnt - BLOCK_WIDTH / 2) ||
                                (block_v == chess_v + 1 && block_h == chess_h + 1 && h_cnt < blockmid_h_cnt - BLOCK_WIDTH / 2 && v_cnt < blockmid_v_cnt - BLOCK_WIDTH / 2)
                            );
    assign in_chess         = (h_diff * h_diff + v_diff * v_diff < CHESS_RADIUS * CHESS_RADIUS);
    assign in_score         = (SCORE_H <= h_cnt && h_cnt <= SCORE_H + SCORE_H_LEN) && (SCORE_V <= v_cnt && v_cnt <= SCORE_V + SCORE_V_LEN);
    assign in_score_mid     = (SCORE_H + PADDING <= h_cnt && h_cnt + PADDING <= SCORE_H + SCORE_H_LEN) && (SCORE_V + PADDING <= v_cnt && v_cnt + PADDING <= SCORE_V + SCORE_V_LEN);
    assign abs_score        = (score[15]) ? ~(score - 1) : score;
    assign clipped          = (abs_score > SCORE_MAX) ? SCORE_MAX : abs_score;
    assign ratio            = SCORE_MAX * 2 / SCORE_H_LEN;
    assign shift            = (clipped / ratio > SCORE_H_LEN / 2) ? SCORE_H_LEN / 2 : clipped / ratio;  
    assign score_div_pt     = SCORE_H + 
	    		      (game_status == 2'b01) ? SCORE_H_LEN :(
			      (game_status == 2'b10) ? PADDING :(
                               	  ~(score[15] ^ player) ? SCORE_H_LEN / 2 + shift : SCORE_H_LEN / 2 - shift
                              	)
                              ); 
    always @(*) begin
        if (in_chessboard) begin
            if (~in_line) begin
                if (in_chess) begin 
                    if (game_status) begin
                        case({board[blockaddr0], board[blockaddr1], win_board[blockaddr0]})
                            3'b011: next_usedcolor = BLACK;
                            3'b101: next_usedcolor = WHITE;
                            default: next_usedcolor = BOARD;
                        endcase
                    end else begin
                        case({board[blockaddr0], board[blockaddr1]})  
                            2'b01: next_usedcolor = BLACK;
                            2'b10: next_usedcolor = WHITE;
                            default: next_usedcolor = BOARD;
                        endcase       
                    end             
                end else
                    next_usedcolor = BOARD;
            end else begin
                next_usedcolor = draw_rec ? (player ? BLACK : WHITE) : GRID;
            end
        end else if (in_score) begin
            if (in_score_mid) begin
                next_usedcolor = (h_cnt <= score_div_pt) ? WHITE : BLACK;
            end else begin
                next_usedcolor = SCORE;
            end
        end else begin
            next_usedcolor = BG;
        end
    end
endmodule
File: run.sh
#!/bin/bash
# OpenROAD 26Q1-2900-gdf79404cd8, Yosys 0.63+post, stock flow scripts
make -C /OpenROAD-flow-scripts/flow DESIGN_CONFIG=/design/flow/config.mk WORK_HOME=/design/flow/orfs finish
==> results.cfg <==
; physical design summary
[status]
outcome = completed

[logic_synthesis]
synth-seq-cells = 32
synthFlopType = dfxtp_1
ys_async_sr_fraction_pct = 0
syn_inst = 2843
synth_cell_types = 108
yosysWarnings = 2
syn-cell-area_um2 = 26170
ys_area_um2 = 26170
top_cells_by_count = inv_1 (568), fa_1 (373), ha_1 (249)
top_cell_area_share_pct = 28.53
yosys-top-cells-area = fa_1 (29%), mux4_2 (16%), ha_1 (12%), inv_1 (8.1%), xnor2_1 (2.9%)
yosys_cells = 2843
most_common_cell = inv_1
top_area_cell = fa_1
edf_count = 0
synth_seq_share_pct = 2.448
syn_area_per_cell_um2 = 9.205

[sta]
relSlewSlack_pct = 38.43
hold_viol = 0
skew_ns = 0.004353
finalSetupViolations = 0
slew_viol_final = 0
grt_setup_unrepaired = no
fin_crit_sh_pct = 56.47
fin_tns_setup_ns = 0
max_freq_mhz = 57.50
hold_ws_ns = 0.4982
worstMarginPinSlew_ns = 0.9236
fin_crit_ns = 17.39
setup_ws_ns = 13.41

[drt]
vias = 21590
via_per_inst = 4.979
dr.first_iter.drc_count = 924
drc = 0
wl_per_cell_um = 17.26
drtPass1Iterations = 5
drtAntennaViolNets = 0
routed_wl_um = 74840

[clock_network]
cts_buffer_depth = 2
clock.latency.late_pin_ns = 0.27
clkTransAtPathRegs_ns = 0.05
cts.hold.buffers_added = 0
numCtsBuffers = 5
ctsResizeCount = 0
htree_levels = 2
numClockSinks = 32
cts_setup_buffers = 0
tritoncts = yes
cts_root_buf = clkbuf_16

[grt]
overflow = 0
grtUsageMet1_pct = 24.26
grt_use_met2_pct = 30.36
grt_pass1_wl_um = 122000
grt_pass1_vias = 22410
gr-usage-all-layers_pct = 17.86
top_usage_layer = met2
antenna_found_initial = 3
grt_use_met3_pct = 3.602
grt_start_max_net_pins = 54

[pwr]
peakVddDrop_v = 0.0003087
power.leakage_nw = 14.59
pwr_density_cell_nw_per_um2 = 113.3

[floorplanning]
rows = 107
chipArea_um2 = 88410
die_w_um = 297.3
dieHeight_um = 297.3
fp_util_pct = 30.49
fp.coreArea_um2 = 85820
io_pins = 424

[placement]
preCtsSetupSlack_ns = 13.40
hpwl_um = 65590
io_buffer_count = 413
placed_cell_area_um2 = 31600
routabilityCongestion = 0.9457

[job]
tool_warnings = 78
maxCapViolCount = 0

[critical_path]
cp_max_fo = 12
critPathKind = in -> out
required_ns = 24.64
critPathCaptureType = output port
crit_path_start_kind = primary input
worstPathArrival_ns = 11.23

[hold_path]
hold_path.class = reg -> reg

[layout]
finish.instance_area_um2 = 31780
drive_gt1_share_pct = 10.18
area_growth_syn_to_layout_pct = 21.46
final_util_pct = 37.04
n_fill_cell = 8572
area by class of cell:
| class | instances | area [um2] | share of cell area (%) |
|---|---|---|---|
| sequential | 32 | 640.6 | 2.016 |
| tap | 1144 | 1431 | 4.503 |
| clock buffer | 7 | 152.6 | 0.4803 |
| inverter | 578 | 2175 | 6.842 |
| antenna | 1 | 2.502 | 0.007873 |
| timing repair buffer | 460 | 4487 | 14.12 |
| multi-input combinational | 2113 | 22870 | 71.94 |
| clock inverter | 1 | 30.03 | 0.09448 |
report_power, final:
group	switching, mW	internal, mW	total [mW]	leakage (nW)
clock	0.0181	0.0426	0.0606	0.0901
combinational	1.99	1.51	3.50	14.2
sequential	0.000610	0.0421	0.0427	0.260
cells in the final DEF, fill, tap and decap left out, types with 13 or more instances in the layout:
master,instances
mux2_2,19
nand2_1,198
and2_1,13
mux4_2,183
a21o_1,31
o21a_1,19
buf_4,47
o21ai_0,88
nand3_1,48
a31oi_1,22
a211oi_1,15
nor2_1,199
mux2i_1,36
nand4_1,13
a21oi_1,79
or3_1,20
o211ai_1,18
clkdlybuf4s50_1,413
inv_1,568
nor2b_1,19
fa_1,373
and3_1,22
xor2_1,35
nor4_1,15
nor3_1,46
xnor2_1,85
ha_1,246
nand2b_1,32
or2_2,20
dfxtp_1,32
worst paths after layout:
check                                         to  cells after the start             start  slack, ns
worst max-delay path                    shift[0]                     16          score[7]      13.41
worst min-delay path            VC0.pixel_cnt[0]                      1  VC0.pixel_cnt[0]       0.50
worst max register to register      usedcolor[7]                     49  VC0.pixel_cnt[9]      15.92
worst min register to register  VC0.pixel_cnt[0]                      1  VC0.pixel_cnt[0]       0.50
logic make-up after synthesis:
family	after synthesis	share of synthesized area (%)
buf+inv	702	10.45
simple gates	684	12.43
fa+ha+maj	625	40.56
compound gates	436	11.94
mux	239	18.00
xor+xnor	123	4.145
flops	32	2.448
other cells	2	0.02870
critical path, stage by stage:
cell,delay [ns]
clkdlybuf4s50_1,0.56
or3_1,0.57
o41ai_2,0.43
xnor2_1,0.36
o21ai_0,0.38
nand2_1,0.14
o221ai_1,0.42
a221o_1,0.47
a21boi_1,0.18
nand2b_1,0.23
a2111oi_0,0.38
or2_1,0.22
nor2_1,0.06
o21ai_0,0.15
o211ai_1,0.10
clkdlybuf4s50_1,0.42
registers in the layout, summed over array words and instances (netlist names):
| name | count |
|---|---|
| VC0.pixel_cnt | 10 |
| VC0.vsync_i | 1 |
| VC0.hsync_i | 1 |
| VC0.line_cnt | 10 |
| usedcolor | 10 |
per-stage QoR:
step | total power [mW] | cells
global route | 4.081 | 4335
detailed placement | 3.532 | 4327
floorplan | 2.673 | 2847
global placement | 3.548 | 4327
finish | 3.601 | 4336
CTS | 3.621 | 4335
routing by layer:
layer | share of wire [%] | vias up
met1 | 41 | 10520
met3 | 6.4 | 71
met2 | 50 | 668
met5 | 0 | -
met4 | 2.2 | 0
li1 | - | 10330
Power figures rest on the tool's default switching activity, not on a simulated workload.
