===== design/flow/run.sh =====
#!/bin/bash
# OpenROAD 26Q1-2900-gdf79404cd8, Yosys 0.63+post, stock flow scripts
make -C /OpenROAD-flow-scripts/flow DESIGN_CONFIG=/design/flow/config.mk WORK_HOME=/design/flow/orfs finish

===== design/flow/config.mk =====
export PLATFORM = sky130hd
export DESIGN_NAME = Board
export DESIGN_NICKNAME = Board
export VERILOG_FILES = /design/flow/design.v
export SDC_FILE = /design/flow/constraint.sdc
export NUM_CORES = 4
export LEC_CHECK = 1
export CORE_UTILIZATION = 50

===== design/flow/constraint.sdc =====
current_design Board

set clk_period 24.8
set clk_io_pct 0.2

create_clock -name clk0 -period $clk_period [get_ports {clk}]

set non_clock_inputs [all_inputs -no_clocks]
set_input_delay [expr $clk_period * $clk_io_pct] -clock clk0 $non_clock_inputs
set_output_delay [expr $clk_period * $clk_io_pct] -clock clk0 [all_outputs]

===== design/flow/design.v =====
`timescale 1ps/1ps
module Board(
  input clk, rst,
  input write,
  input [7:0] addr,
  output reg win,
  output reg [0:10][0:10]output_board,
  output reg [0:120]win_board
);
  reg [0:10]board[0:10];
  reg [0:120] win_board0, win_board1, win_board2, win_board3;  
	wire [3:0] x, y;
	assign x = addr / 11;
	assign y = addr % 11;
    integer idx, idy;
  always @(*) begin
    for(idx=0; idx<11;idx=idx+1) begin
      output_board[idx] = board[idx];
    end
    win = 1'b0;
    win_board0 = 121'b0;
    win_board1 = 121'b0;
    win_board2 = 121'b0;
    win_board3 = 121'b0;
    for(idx=0; idx<11;idx=idx+1) begin
      for(idy=0; idy<7; idy=idy+1) begin
        win                      = win                      | (board[idx][idy]&board[idx][idy+1]&board[idx][idy+2]&board[idx][idy+3]&board[idx][idy+4]);
        win_board0[idx*11+idy]   = win_board0[idx*11+idy]   | (board[idx][idy]&board[idx][idy+1]&board[idx][idy+2]&board[idx][idy+3]&board[idx][idy+4]);
        win_board0[idx*11+idy+1] = win_board0[idx*11+idy+1] | (board[idx][idy]&board[idx][idy+1]&board[idx][idy+2]&board[idx][idy+3]&board[idx][idy+4]);
        win_board0[idx*11+idy+2] = win_board0[idx*11+idy+2] | (board[idx][idy]&board[idx][idy+1]&board[idx][idy+2]&board[idx][idy+3]&board[idx][idy+4]);
        win_board0[idx*11+idy+3] = win_board0[idx*11+idy+3] | (board[idx][idy]&board[idx][idy+1]&board[idx][idy+2]&board[idx][idy+3]&board[idx][idy+4]);
        win_board0[idx*11+idy+4] = win_board0[idx*11+idy+4] | (board[idx][idy]&board[idx][idy+1]&board[idx][idy+2]&board[idx][idy+3]&board[idx][idy+4]);
      end
    end
    for(idx=0; idx<7;idx=idx+1) begin
      for(idy=0; idy<11; idy=idy+1) begin
        win                       = win                       | (board[idx][idy]&board[idx+1][idy]&board[idx+2][idy]&board[idx+3][idy]&board[idx+4][idy]);
        win_board1[idx*11+idy]    = win_board1[idx*11+idy]    | (board[idx][idy]&board[idx+1][idy]&board[idx+2][idy]&board[idx+3][idy]&board[idx+4][idy]);
        win_board1[idx*11+idy+11] = win_board1[idx*11+idy+11] | (board[idx][idy]&board[idx+1][idy]&board[idx+2][idy]&board[idx+3][idy]&board[idx+4][idy]);
        win_board1[idx*11+idy+22] = win_board1[idx*11+idy+22] | (board[idx][idy]&board[idx+1][idy]&board[idx+2][idy]&board[idx+3][idy]&board[idx+4][idy]);
        win_board1[idx*11+idy+33] = win_board1[idx*11+idy+33] | (board[idx][idy]&board[idx+1][idy]&board[idx+2][idy]&board[idx+3][idy]&board[idx+4][idy]);
        win_board1[idx*11+idy+44] = win_board1[idx*11+idy+44] | (board[idx][idy]&board[idx+1][idy]&board[idx+2][idy]&board[idx+3][idy]&board[idx+4][idy]);
      end
    end
    for(idx=0; idx<7;idx=idx+1) begin
      for(idy=0; idy<7; idy=idy+1) begin
        win                       = win                       | (board[idx][idy]&board[idx+1][idy+1]&board[idx+2][idy+2]&board[idx+3][idy+3]&board[idx+4][idy+4]);
        win_board2[idx*11+idy]    = win_board2[idx*11+idy]    | (board[idx][idy]&board[idx+1][idy+1]&board[idx+2][idy+2]&board[idx+3][idy+3]&board[idx+4][idy+4]);
        win_board2[idx*11+idy+12] = win_board2[idx*11+idy+12] | (board[idx][idy]&board[idx+1][idy+1]&board[idx+2][idy+2]&board[idx+3][idy+3]&board[idx+4][idy+4]);
        win_board2[idx*11+idy+24] = win_board2[idx*11+idy+24] | (board[idx][idy]&board[idx+1][idy+1]&board[idx+2][idy+2]&board[idx+3][idy+3]&board[idx+4][idy+4]);
        win_board2[idx*11+idy+36] = win_board2[idx*11+idy+36] | (board[idx][idy]&board[idx+1][idy+1]&board[idx+2][idy+2]&board[idx+3][idy+3]&board[idx+4][idy+4]);
        win_board2[idx*11+idy+48] = win_board2[idx*11+idy+48] | (board[idx][idy]&board[idx+1][idy+1]&board[idx+2][idy+2]&board[idx+3][idy+3]&board[idx+4][idy+4]);
      end
    end
    for(idx=0; idx<7;idx=idx+1) begin
      for(idy=4; idy<11; idy=idy+1) begin
        win                       = win                       | (board[idx][idy]&board[idx+1][idy-1]&board[idx+2][idy-2]&board[idx+3][idy-3]&board[idx+4][idy-4]);
        win_board3[idx*11+idy]    = win_board3[idx*11+idy]    | (board[idx][idy]&board[idx+1][idy-1]&board[idx+2][idy-2]&board[idx+3][idy-3]&board[idx+4][idy-4]);
        win_board3[idx*11+idy+10] = win_board3[idx*11+idy+10] | (board[idx][idy]&board[idx+1][idy-1]&board[idx+2][idy-2]&board[idx+3][idy-3]&board[idx+4][idy-4]);
        win_board3[idx*11+idy+20] = win_board3[idx*11+idy+20] | (board[idx][idy]&board[idx+1][idy-1]&board[idx+2][idy-2]&board[idx+3][idy-3]&board[idx+4][idy-4]);
        win_board3[idx*11+idy+30] = win_board3[idx*11+idy+30] | (board[idx][idy]&board[idx+1][idy-1]&board[idx+2][idy-2]&board[idx+3][idy-3]&board[idx+4][idy-4]);
        win_board3[idx*11+idy+40] = win_board3[idx*11+idy+40] | (board[idx][idy]&board[idx+1][idy-1]&board[idx+2][idy-2]&board[idx+3][idy-3]&board[idx+4][idy-4]);
      end
    end
  end
  always @(posedge clk) begin
    if(rst==1'b1) begin
      for(idx=0; idx<11;idx=idx+1) begin
        for(idy=0; idy<11; idy=idy+1) begin
          board[idx][idy] <= 1'b0;
        end 
      end
      win_board <= 121'b0;
    end else begin
      win_board <= win_board0 | win_board1 | win_board2 | win_board3;
      if(write) begin
        board[x][y] <= 1;
      end else begin
        board[x][y] <= board[x][y];
      end
    end
  end
endmodule
module State(
  input clk, rst,
  input write,
  input [7:0] addr,
  output reg player,  
  output [1:0] game_status,  
  output [0:241] chessboard,
  output [0:120] win_board,
  output [15:0] state_score
);
  wire win0, win1, draw, writable;
  wire [0:120] board0, board1;
  wire [0:120] win_board_0, win_board_1;  
  Board player0(clk, rst, writable & ~player, addr, win0, board0, win_board_0);
  Board player1(clk, rst, writable & player, addr, win1, board1, win_board_1);
  assign draw = (~(board0^board1))==0 & ~win1 & ~win0;
  assign game_status = draw ? 2'b11 : {win1, win0};
  assign writable = ~board0[addr] & ~board1[addr] & write & (game_status == 2'b0);
  wire nnue_fin;
  NNUE nnue_score(clk, ~rst, writable, player, addr, 1'd1, nnue_fin, state_score);
  wire next_player = writable ? write ^ player : player;
  always @(posedge clk) begin
    if(rst==1'b1) begin
      player <= 1'b0;  
    end else begin
      player <= next_player;
    end
  end
  assign chessboard = {board0, board1};
  assign win_board = win_board_0 | win_board_1;
endmodule

==> out/metrics.json <==
{
  "status": {"value": "complete, but fails checks"},
  "failed_checks": {"value": "max-capacitance violations, max-slew violations"},
  "drtAntennaViolNets": {"value": 0},
  "numPlacedInstances": {"value": 2855},
  "clock_tree.htree_level_count": {"value": 1},
  "max-vdd-ir-drop": {"value": 91.8, "unit": "µV"},
  "numCtsBuffers": {"value": 30},
  "die.size.x": {"value": 195, "unit": "µm"},
  "detail_route.vias_per_cell": {"value": 7.84},
  "yosys_synthesis_chip_area": {"value": 0.0186, "unit": "mm²"},
  "stage_log_warnings": {"value": 30},
  "post_detailed_route_wirelength_per_cell": {"value": 38.6, "unit": "µm"},
  "grt_setup_unrepaired": {"value": "false"},
  "slowest_delay": {"value": 720, "unit": "ps"},
  "dieHeight": {"value": 195, "unit": "µm"},
  "slew_violations": {"value": 2},
  "path_class": {"value": "in2reg"},
  "worst_slew_margin_rel": {"value": -0.193},
  "vias_in_the_first_global_route": {"value": 21900},
  "fillCellCount": {"value": 2936},
  "dpl.hpwl": {"value": 76900, "unit": "µm"},
  "final-setup-viol-count": {"value": 0},
  "synthFlopType": {"value": "edfxtp_1"},
  "postSynthAreaPerCell": {"value": 8.27, "unit": "µm²"},
  "floorplan.core_util": {"value": 0.507},
  "design.portCount": {"value": 254},
  "worst-slew-pin-transition": {"value": 1770, "unit": "ps"},
  "max-cap-violations": {"value": 1},
  "post-layout-total-power": {"value": 1.57, "unit": "mW"},
  "hold_viol": {"value": 0},
  "post_route_cells_drive_above_1_share": {"value": 0.0704},
  "gr_ovfl_total": {"value": 0},
  "hold_wc_path_type": {"value": "reg2reg"},
  "finalSetupTns": {"value": 0, "unit": "ps"},
  "route.vias.total": {"value": 22900},
  "achievable-frequency": {"value": 0.0662, "unit": "GHz"},
  "grt_use_total": {"value": 0.621},
  "synth_async_sr_flop_share": {"value": 0},
  "cp_top_family": {"value": "AND-OR/OR-AND gates"},
  "late_pin_clk_latency": {"value": 620, "unit": "ps"},
  "largest_net_degree_at_the_start_of_global_routing": {"value": 79},
  "final_setup_skew": {"value": 32.8, "unit": "ps"},
  "worst_path_max_delay_cell": {"value": "clkdlybuf4s50_1"},
  "post_synthesis_sequential_area_ratio": {"value": 0.415},
  "remaining_drc_errors": {"value": 0},
  "unique_masters_post_synth": {"value": 91},
  "area_growth_syn_to_layout": {"value": 22.4, "unit": "%"},
  "yosysWarnings": {"value": 1},
  "setup.worst_path.start_class": {"value": "primary input"},
  "wire_length_of_the_first_global_routing_pass": {"value": 157000, "unit": "µm"},
  "count_of_non_filler_cells_in_the_finished_layout": {"value": 2926},
  "path_max_fanout": {"value": 72},
  "port-buffer-count": {"value": 253},
  "quantity_of_hold_fixing_buffers_added_after_cts": {"value": 0},
  "cts_resized": {"value": 0},
  "std_cell_rows": {"value": 70},
  "core_area": {"value": 0.0366, "unit": "mm²"},
  "logic_area": {"value": 0.0100, "unit": "mm²"},
  "clk_pin_slew": {"value": 60, "unit": "ps"},
  "cp_data_required_time": {"value": 25080, "unit": "ps"},
  "post_cts_setup_buffers": {"value": 0},
  "drt_pass1_iterations": {"value": 11},
  "flop_area": {"value": 0.00771, "unit": "mm²"},
  "endpoint_kind": {"value": "register"},
  "clock_sinks": {"value": 297},
  "gp_congestion": {"value": 1.18},
  "leakagePower": {"value": 8.11, "unit": "nW"},
  "timing.final.crit_share": {"value": 0.609},
  "tritoncts_clock_tree": {"value": "yes"},
  "worstPathArrival": {"value": 15370, "unit": "ps"},
  "grt_antenna_before_repair": {"value": 17},
  "syn-instance-count": {"value": 2244},
  "drt_iter0_drc": {"value": 4012},
  "netlist_area": {"value": 0.0186, "unit": "mm²"},
  "cp_num_buf_inv": {"value": 6},
  "number_of_cell_instances_after_yosys_synthesis": {"value": 2244},
  "detail_route.wirelength": {"value": 113000, "unit": "µm"},
  "dieArea": {"value": 0.0379, "unit": "mm²"},
  "cts-root-buf": {"value": "clkbuf_16"},
  "power-per-cell-area": {"value": 69.1, "unit": "mW/mm²"},
  "clock_path_buffers": {"value": 3},
  "period_needed": {"value": 15100, "unit": "ps"},
  "synth-edff-count": {"value": 176},
  "ys.flops": {"value": 297}
}
==> cell usage after synthesis (15+ instances only) <==
cell type | number | area (µm²)
a2111oi_0 | 15 | 131
a211oi_1 | 81 | 608
a21o_1 | 44 | 330
a21oi_1 | 120 | 601
a31oi_1 | 55 | 344
a41oi_1 | 26 | 228
and2_1 | 18 | 113
and3_1 | 47 | 294
and4_1 | 27 | 236
buf_2 | 21 | 105
clkbuf_1 | 169 | 634
dfxtp_1 | 121 | 2420
edfxtp_1 | 176 | 5290
inv_1 | 31 | 116
mux2i_1 | 21 | 210
nand2_1 | 288 | 1080
nand3_1 | 73 | 365
nand4_1 | 59 | 369
nor2_1 | 239 | 897
nor2b_1 | 16 | 100
nor3_1 | 90 | 450
nor4_1 | 37 | 231
o211ai_1 | 23 | 173
o21ai_0 | 130 | 651
o21bai_1 | 106 | 796
==> cell usage in the layout (no fill, tap or decap), types with 9 or more instances in the layout <==
master / synthesis / final
nand4_1: 59 / 59
a21oi_1: 120 / 119
a2111oi_0: 15 / 15
buf_4: 1 / 87
mux2i_1: 21 / 21
and4_1: 27 / 27
o22ai_1: 13 / 13
a21boi_0: 11 / 11
and3_1: 47 / 47
nand2_1: 288 / 288
a21o_1: 44 / 43
a41oi_1: 26 / 26
clkdlybuf4s50_1: 0 / 252
xnor2_1: 10 / 10
and2_1: 18 / 18
a31oi_1: 55 / 55
nor4_1: 37 / 36
o21ai_0: 130 / 130
nor3_1: 90 / 90
nand3_1: 73 / 73
a211oi_1: 81 / 81
o2111ai_1: 10 / 9
o21bai_1: 106 / 106
o211ai_1: 23 / 23
a221oi_1: 13 / 13
diode_2: 0 / 15
clkbuf_16: 0 / 33
inv_1: 31 / 31
nor2_1: 239 / 239
edfxtp_1: 176 / 176
nor2b_1: 16 / 16
dfxtp_1: 121 / 121
==> power by group <==
group          internal (mW)  switching (mW)  total, mW
sequential             0.539          0.0302      0.569
clock                  0.288           0.200      0.487
combinational          0.131           0.384      0.514
==> final cells by class <==
cell class              count  area share
multi-input cells        1717       0.441
flip-flops and latches    297       0.339
repair buffers            340       0.140
clock buffers              41      0.0381
well taps                 468      0.0258
clock inverters            15     0.00908
inverters                  33     0.00545
diodes                     15     0.00165
==> cells by family after synthesis <==
logic type      Yosys count  share of synthesized area
flops                   297                      0.415
compound gates          740                      0.273
simple gates            932                      0.238
buf+inv                 230                     0.0481
mux                      25                     0.0139
xor+xnor                 11                    0.00559
fa+ha+maj                 9                    0.00593
==> registers in the layout (all words and copies together), names as in the netlist <==
register   cells
win_board    121
board        176
==> layer usage <==
layer	vias up	track usage	routed length, µm
met4	39	0.458	12100
met5	-	0.192	798
met2	2734	0.755	41500
li1	8833	-	-
met1	10400	0.705	35500
met3	896	0.489	23100
==> path summary, 6_finish.rpt <==
path                        startpoint                  endpoint  slack [ps]  depth (start not counted)
max                            addr[4]    board[13][9]$_DFFE_PP_        9700                         35
min          board[7][7]$_SDFFCE_PN0P_  win_board[80]$_SDFF_PP0_         840                          3
max reg2reg  board[6][6]$_SDFFCE_PN0P_    board[15][6]$_DFFE_PP_       20660                         11
min reg2reg  board[7][7]$_SDFFCE_PN0P_  win_board[80]$_SDFF_PP0_         840                          3
==> tightest hold or removal path, delay by kind of cell (launching register included) <==
kind	cells	cell delay, ps
AOI/OAI and AO/OA	1	70
buffers and inverters	1	250
DFF	1	350
and+or+nand+nor	1	100
==> through the flow <==
step	util	area, µm²	hold slack [ps]	setup slack [ps]
after floorplan	-	18600	540	11930
after global placement	0.591	21600	780	9880
after detailed placement	0.591	21600	783	9490
after CTS	0.620	22700	793	10030
after global routing	0.620	22700	836	9070
final	0.621	22700	838	9700
Power and IR drop assume default switching activity.
