## flow/run.sh

```bash
#!/bin/bash
# OpenROAD 26Q1-2900-gdf79404cd8, Yosys 0.63+post, stock flow scripts
make -C /OpenROAD-flow-scripts/flow DESIGN_CONFIG=/design/flow/config.mk WORK_HOME=/design/flow/orfs finish
```

## flow/config.mk

```make
export PLATFORM = sky130hd
export DESIGN_NAME = DBOP
export DESIGN_NICKNAME = DBOP
export VERILOG_FILES = /design/flow/design.v
export SDC_FILE = /design/flow/constraint.sdc
export NUM_CORES = 4
export LEC_CHECK = 1
export CORE_UTILIZATION = 40
```

## flow/constraint.sdc

```tcl
current_design DBOP

set clk_period 2.8
set clk_io_pct 0.2

create_clock -name clk0 -period $clk_period [get_ports {clk}]

set non_clock_inputs [all_inputs -no_clocks]
set_input_delay [expr $clk_period * $clk_io_pct] -clock clk0 $non_clock_inputs
set_output_delay [expr $clk_period * $clk_io_pct] -clock clk0 [all_outputs]
```

## flow/design.v

```verilog
`timescale 1ns/1ps
module DBOP #(
    parameter N = 1000
)(
    input clk, in,
    output reg out
);
    reg [N-1:0] ff;
    always @(posedge clk) 
        ff <= {ff[N-2:0], in};
    wire dbin = (ff == 2**N - 1);
    reg last;
    always @(posedge clk)
        {out, last} <= {(~last & dbin), dbin};
endmodule
module DebounceOnePulsePeriod#(
    parameter BUF_LEN = 8,
    parameter MIN_PERIOD = 1024
)(
    input clk, rst, in,
    output reg out
);
    parameter COUNT_BITS = $clog2(MIN_PERIOD);
    reg [BUF_LEN-1:0] buffer;
    reg [COUNT_BITS:0] counter;
    reg prev;
    reg period_trigger;
    always @(posedge clk) begin
        if(rst) begin
            buffer <= 0;
            counter <= 0;
            prev <= 0;
            period_trigger <= 0;
        end else begin
            if (buffer == 2**BUF_LEN-1 & prev == 1'b0) begin
                out <= 1;
                prev <= 1;
            end else if (buffer == 0 & period_trigger) begin
                out <= 0;
                prev <= 0;
                period_trigger <= 0;
            end else begin
                out <= 0;
            end
            if (prev & counter<=MIN_PERIOD) begin
                counter <= counter + 1;
                period_trigger <= 1;
            end else begin
                counter <= 0;
            end
            buffer[0] <= in;
            buffer[BUF_LEN-1:1] <= buffer[BUF_LEN-2:0];
        end
    end
endmodule
module ClockDiv #(
    parameter N = 2
)(
    input clk,
    output clk_d
);
    reg [N-1:0] counter=0;  
    always @(posedge clk) begin
        counter <= (counter) ? counter + 1 : 1;
    end
    assign clk_d = counter[N-1];
endmodule
module Input (
    input clk, rst, up, down, left, right,
    output [7:0] addr0, addr1
);
    reg [7:0] addr0, addr1, next_addr;
    always @(posedge clk) begin
        if (rst) begin
            addr0 <= 8'd0; 
            addr1 <= 8'd121;
        end else begin
            addr0 <= next_addr;
            addr1 <= addr0 + 8'd121;
        end
    end
    always @(*) begin
        case({up, down, left, right})
            4'b1000: begin
                next_addr = (addr0 > 10) ? addr0 - 11 : addr0;
            end
            4'b0100: begin
                next_addr = (addr0 < 110) ? addr0 + 11 : addr0; 
            end
            4'b0010: begin
                next_addr = (addr0 % 11 > 0) ? addr0 - 1 : addr0; 
            end
            4'b0001: begin
                next_addr = (addr0 % 11 < 10) ? addr0 + 1 : addr0; 
            end
            default: begin
                next_addr = addr0;
            end
        endcase
    end
endmodule
module Top(
    input clk, rst, up, down, left, right, enter,
    output [3:0] vgaRed, vgaBlue, vgaGreen,
    output hsync, vsync,
    output [7:0] an,
    output [6:0] seg7
);
    wire clk_25MHZ;
    ClockDiv #(.N(2)) CD0(.clk(clk), .clk_d(clk_25MHZ));
    wire dbop_up, dbop_down, dbop_left, dbop_right, dbop_enter, dbop_rst;
    DBOP #(.N(10)) dbop0 (.clk(clk_25MHZ), .in(rst), .out(dbop_rst));
    DebounceOnePulsePeriod #(.BUF_LEN(16), .MIN_PERIOD(4096)) 
        dbop1 (.clk(clk_25MHZ), .rst(dbop_rst), .in(enter), .out(dbop_enter)),
        dbop2 (.clk(clk_25MHZ), .rst(dbop_rst), .in(up),    .out(dbop_up)),
        dbop3 (.clk(clk_25MHZ), .rst(dbop_rst), .in(down),  .out(dbop_down)),
        dbop4 (.clk(clk_25MHZ), .rst(dbop_rst), .in(left),  .out(dbop_left)),
        dbop5 (.clk(clk_25MHZ), .rst(dbop_rst), .in(right), .out(dbop_right));
    wire player;
    wire [7:0] addr0, addr1;
    Input INPUTS (
        .clk(clk_25MHZ),
        .rst(dbop_rst),
        .up(dbop_up),
        .down(dbop_down),
        .left(dbop_left),
        .right(dbop_right),
        .addr0(addr0),
        .addr1(addr1)
    );
    wire [0:241] board;  
    wire [0:120] win_board;
    wire [1:0] game_status;
    wire [15:0] state_score;
    State chess_board (
        .clk(clk_25MHZ),
        .rst(dbop_rst),
        .write(dbop_enter),
        .addr(addr0),
        .player(player),
        .game_status(game_status),
        .chessboard(board),
        .win_board(win_board),
        .state_score(state_score)
    );
    DisplayScore display_score(clk, dbop_rst, state_score, an, seg7);
    DisplayVGA show (
        .clk(clk_25MHZ),
        .rst(dbop_rst),
        .player(player),
        .board(board),
        .win_board(win_board),
        .game_status(game_status),
        .score(state_score),
        .addr0(addr0),
        .addr1(addr1),
        .vgaRed(vgaRed),
        .vgaGreen(vgaGreen),
        .vgaBlue(vgaBlue),
        .hsync(hsync),
        .vsync(vsync)
    );
endmodule
```

==> Slide: Implementation Results <==
Flow Results at a Glance

GRT
  – Gr usage total: 0.111
  – Initial antenna violation count: 0
  – Vias in the first global route: 10482
  – First-pass GRT wire length: 50.0 mm
  – Pin count of the biggest net entering global routing: 17
  – Gr ovfl total: 0

Die
  – Die W: 237 um
  – Die Ht: about 240 um
  – Fp util: 0.408
  – Die area: 0.0563 mm2
  – Io pins: 3
  – Core Region: 0.0542 mm2
  – Rows: 85

Worst setup path
  – Worst Setup End Kind: register
  – Arrival time at the worst endpoint: 2.90 ns
  – Worst Path Buf+Inv: 0
  – Critical path launch point: ff[86]
  – Worst EP required: around 3.4 ns
  – Reg-to-reg startpoint: ff[86]
  – Reg2reg path depth: 6
  – Worst reg2reg endpoint: out
  – Critical Path Slowest Stage Cell: nor4_1
  – Critical path depth: 6
  – Setup Crit Path Kind: register to register
  – Register-to-register setup slack: 0.45 ns
  – Critical Path End: out
  – CP max stage delay: 0.68 ns
  – Worst path top cell family by delay: simple AND/OR/NAND/NOR gates
  – CP max FO: 2
  – Critical Path Start Type: register
  – Critical Path, Cell by Cell: nand4_1 > nor4_1 > nand4_1 > nor4_1 > and4_1 > and2b_1

Synthesis
  – Post-synth EDFFs: 0
  – Avg Inst Size Synth: 16.6 um2
  – Yosys top cell by instances: dfxtp_1
  – Yosys Warn Count: 1
  – Largest cells by area: dfxtp_1 (91%), nand4_1 (7.5%), nor4_1 (1.9%), and4_1 (0.040%), and2b_1 (0.034%)
  – Cells after Synth: 1337
  – Synth cell count leaders: dfxtp_1 (1002), nand4_1 (265), nor4_1 (66)
  – Top cell area share: 0.905
  – Asr flop ratio synth: 0
  – Sequential area share after synthesis: 0.905
  – Area reported by Yosys stat: about 0.022 mm2
  – Main flop type: dfxtp_1
  – Flops after synth: 1002
  – Yosys Instances: 1337
  – Cell Area, Synth: 0.0222 mm2
  – Unique cell types: 7
  – Post-synth top area cell: dfxtp_1

Timing
  – Max_slew headroom: 0.427
  – Final setup margin: about 0.45 ns
  – Post-layout period usage: 0.841
  – RSZ-0062 raised after global routing: no
  – Worst slew pin tran: 0.851 ns
  – Min Hold Slack: 0.336 ns
  – Final Slew Violations: 0
  – Max Fclk: 425 MHz
  – Final number of setup-violating endpoints: 0
  – Period minus WS final: 2.35 ns
  – Setup TNS: 0 ns
  – Clk_skew: between 0.01 and 0.015 ns
  – Final hold vios: 0

Place
  – PortBufs: 2
  – Placement Setup Slack: 0.323 ns
  – RePlAce Congestion: between 0.7 and 0.8
  – Placed wire-length estimate: 16.2 mm

Clock tree
  – CTS Sinks: approximately 1000
  – Num CTS Buffers: 91
  – Clock Path Buffers: 3
  – Clk root buf: clkbuf_16
  – Post-cts resize count: 0
  – Clock latency (worst-skew pair): 0.60 ns
  – Setup bufs post-CTS: 0
  – Clk slew on worst S/H paths: 0.06 ns
  – TritonCTS clock tree: built
  – Htree depth: 3
  – Hold_buf cts: 0

Detailed routing
  – Post-route ant nets: 0
  – Vias per Instance: about 4.5
  – Router iterations before antenna repair: 4
  – Diode count: 0
  – Initial DRC count: ~360
  – Post-Route WL: 28.6 mm
  – DRC: 0
  – Wire per inst: 13.0 um
  – Routed via count: 9855

Pwr
  – Clock power frac: 0.469
  – Tot Pwr: 26.9 mW
  – Net Switching: slightly below 5 mW
  – Peak supply drop: 0.000574 V
  – Pint: 22.0 mW
  – Seq pwr share: 0.531
  – Combinational Power Share: 0
  – Sw Ratio: 0.185
  – LEAKAGE: roughly 9.8 nW
  – Cell Pwr Density: 1030 mW/mm2

Layout
  – Ratio of cells with drive above 1 in the final layout: 0.104
  – Area growth from synthesis to layout: 18.4%

Flow run
  – Tool warnings: 26
  – Max-Cap Viols: 0

Min path
  – HP Class: register to register
  – Hold path startpoint: ff[646]

Outcome
  – Status: finished clean
worst register-to-register path, stage by stage (launching register included):
cell and delay [ns]:
dfxtp_1 0.35, nand4_1 0.10, nor4_1 0.45, nand4_1 0.28, nor4_1 0.68, and4_1 0.32
and2b_1 0.13
cell usage in the layout, fill, tap and decap left out:
cell type	netlist	layout
and2b_1	1	1
buf_4	0	1
dfxtp_1	1002	1002
clkdlybuf4s50_1	0	2
and4_1	1	1
inv_6	0	3
nand3_1	1	1
nor4_1	66	66
clkbuf_8	0	18
clkinv_2	0	23
clkinvlp_4	0	4
clkbuf_16	0	93
clkinv_4	0	3
nor2_1	1	1
clkbuf_1	0	10
bufinv_16	0	12
nand4_1	265	265
stage by stage:
| stage | util | area, um2 | cells |
|---|---|---|---|
| 6_report | 0.483 | 26200 | 2202 |
| 3_5_place_dp | 0.425 | 23100 | 2036 |
| 3_3_place_gp | 0.425 | 23100 | 2036 |
| 5_1_grt | 0.483 | 26200 | 2202 |
| 2_1_floorplan | - | 22200 | 1337 |
| 4_1_cts | 0.483 | 26200 | 2202 |
how the worst min path moves through the flow:
stage	slack (ns)	cells past startpoint	to
CTS	0.34	0	ff[647]
global route	0.35	0	ff[277]
finish	0.34	0	ff[647]
area by class of cell:
class                      count  area, um2
timing repair buffer           3       27.5
tap                          696        871
clock inverter                45        558
fill                        4361      28000
sequential                  1002      20100
clock buffer                 121       2610
multi-input combinational    335       2100
layer usage:
metal  wire (um)  vias up  share of wire  GRT usage
met5           0        -              0          0
met4         680        0          0.024     0.0307
met3        1080       57          0.038     0.0254
met2       11200      108           0.39      0.147
met1       15600     4645           0.55      0.191
li1            -     5045              -          -
registers in the layout, indices dropped and copies added, names as in the netlist:
| signal | cells |
|---|---|
| ff | 1000 |
| last | 1 |
| out | 1 |
cell families (layout without fill, tap and decap cells):
family | Yosys count | after routing | share of synthesized area
AND/OR/NAND/NOR | 335 | 335 | 0.0946
flip-flops | 1002 | 1002 | 0.905
buffers and inverters | 0 | 169 | 0
power groups by stage:
| stage | combinational [mW] | sequential (mW) | clock (mW) |
|---|---|---|---|
| finish | 0.00390 | 14.3 | 12.6 |
| CTS | 0.00396 | 14.3 | 12.9 |
| global route | 0.00423 | 14.3 | 13.6 |
No activity file was given, so power comes from the tool's default toggle rates.
